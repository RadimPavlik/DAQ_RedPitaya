==> flow/design.v <==
`timescale 1 ns / 1 ps
module axis_daq #
(
  parameter integer AXIS_TDATA_WIDTH = 32,
  parameter integer BRAM_DATA_WIDTH  = 16,
  parameter integer BRAM_ADDR_WIDTH  = 16
)
(
  input  wire                           aclk,
  input  wire                           aresetn,
  input  wire [31:0]                    daq_control,
  output wire [31:0]                    daq_status,
  output wire                           s_axis_tready,
  input  wire [AXIS_TDATA_WIDTH-1:0]    s_axis_tdata,
  input  wire                           s_axis_tvalid,
  output wire                           bram_porta_clk,
  output wire [BRAM_ADDR_WIDTH-1:0]     bram_porta_addr,
  output wire [BRAM_DATA_WIDTH-1:0]     bram_porta_wrdata,
  output wire                           bram_porta_we
);
  reg [3:0] st_reg, st_reg_next;             
  localparam st_idle             = 4'b0000;
  localparam st_pretrigger       = 4'b0001;
  localparam st_wait_for_trigger = 4'b0010;
  localparam st_triggered        = 4'b0011;
  localparam st_done             = 4'b0100;
  reg daq_done_reg;                              
  reg [BRAM_ADDR_WIDTH-1:0] bram_addr_reg;       
  reg [BRAM_DATA_WIDTH-1:0] bram_data_reg;
  reg bram_wr_reg;
  reg signed [15:0] daq_threshold_reg;
  reg [BRAM_ADDR_WIDTH-2:0] daq_pretrigger_reg;
  reg [BRAM_ADDR_WIDTH-1:0] cnt_samples;
  reg daq_triggered_reg;
  reg daq_full_reg;
  reg rst_cnt_samples;
  reg en_cnt_samples;
  reg pretriger_done_reg;
  wire signed [15:0] s_axis_tdata_CH1_i;
  wire signed [15:0] s_axis_tdata_CH2_i;
  wire daq_enable;
  wire force_trigger;
  wire channel_select;
  localparam C_CNT_SAMPLES_FULL = 16'hFFFF;
  localparam C_delimiter = 16'h7FFF;
  assign daq_status         = { 31'd0 , daq_done_reg };
  assign s_axis_tready      = 1'b1;
  assign bram_porta_clk     = aclk;
  assign bram_porta_addr    = bram_addr_reg;
  assign bram_porta_wrdata  = bram_data_reg;
  assign bram_porta_we      = bram_wr_reg;
  assign daq_enable         = daq_control[0];
  assign force_trigger      = daq_control[1];
  assign channel_select     = daq_control[2];
  assign s_axis_tdata_CH1_i     = s_axis_tdata[15:0];  
  assign s_axis_tdata_CH2_i     = s_axis_tdata[31:16];  
  always @(posedge aclk)
  begin
    if (~aresetn)                
      st_reg <= st_idle;
    else
      st_reg <= st_reg_next;
  end
  always @*
  begin
    st_reg_next <= st_reg;
    case(st_reg)
      st_idle:              if(daq_enable == 1'b1)
                                st_reg_next <= st_pretrigger;
      st_pretrigger:        if(pretriger_done_reg == 1'b1)
                                st_reg_next <= st_wait_for_trigger;
      st_wait_for_trigger:  if(daq_triggered_reg == 1'b1)
                                st_reg_next <= st_triggered;
      st_triggered:         if(daq_full_reg == 1'b1)
                                st_reg_next <= st_done;
      st_done:              if(daq_enable == 1'b0)
                                st_reg_next <= st_idle;
    endcase;
  end
  always @(posedge aclk)
  begin
    if (~aresetn) begin
      rst_cnt_samples         <=  1'b0;
      en_cnt_samples          <=  1'b0;
      daq_done_reg            <=  1'b0;
      daq_threshold_reg       <= 16'b0;
      daq_pretrigger_reg      <= 13'b0;
    end
    else begin
      rst_cnt_samples         <=  1'b0;
      en_cnt_samples          <=  1'b0;
      daq_done_reg            <=  1'b0;
      case(st_reg)
        st_idle:              begin
                                rst_cnt_samples <= 1'b1;
                                if (daq_enable == 1'b1)
                                  daq_threshold_reg  <= daq_control[31:16];
                                  daq_pretrigger_reg <= daq_control[15:3];
                              end
        st_pretrigger:        en_cnt_samples <= 1'b1;
        st_wait_for_trigger:  en_cnt_samples <= 1'b0;
        st_triggered:         en_cnt_samples <= 1'b1;
        st_done:              begin
                                daq_done_reg <= 1'b1;
                                rst_cnt_samples <= 1'b1;
                              end
      endcase;
    end
  end
  always @(posedge aclk)
  begin
    if (~aresetn)
      bram_addr_reg <= 1'b0;
    else
      if (s_axis_tvalid == 1'b1)
        bram_addr_reg <= bram_addr_reg + 1;
  end
  always @(posedge aclk)
  begin
    bram_wr_reg             <=  1'b0;
    bram_data_reg           <= 32'b0;
    case(st_reg)
      st_idle:              bram_wr_reg <= 1'b0;
      st_pretrigger:        begin
                                if (s_axis_tvalid == 1'b1) begin
                                    bram_wr_reg <= 1'b1;
	                           end
			        if (channel_select == 1'b1) begin
		                          bram_data_reg <= s_axis_tdata_CH2_i;  
                                end
                                if (channel_select == 1'b0) begin
			                  bram_data_reg <= s_axis_tdata_CH1_i;  
                                end
                            end
      st_wait_for_trigger:  begin
                                if (s_axis_tvalid == 1'b1) begin
                                    bram_wr_reg <= 1'b1;
                                end
                                if (channel_select == 1'b1) begin
			                        bram_data_reg <= s_axis_tdata_CH2_i;  
                                end
                                if (channel_select == 1'b0) begin
			                        bram_data_reg <= s_axis_tdata_CH1_i;  
			                    end
			                end
      st_triggered:         begin
                                if (s_axis_tvalid == 1'b1) begin
                                    if (daq_full_reg == 1'b1) begin
                                        bram_wr_reg <= 1'b1;
                                        bram_data_reg <= C_delimiter;    
                                    end
                                    else begin
                                        bram_wr_reg <= 1'b1;
                                    end
                                    if (channel_select == 1'b1) begin
			      	                    bram_data_reg <= s_axis_tdata_CH2_i;  
			      	                end
                                 end
                                 if (channel_select == 1'b0) begin
			                         bram_data_reg <= s_axis_tdata_CH1_i;  
                                 end
                              end
      st_done:              bram_wr_reg <= 1'b0;
    endcase
  end
  always @(posedge aclk)	
  begin
    if (~aresetn)
      daq_triggered_reg      <= 1'b0;
    else
      daq_triggered_reg      <= 1'b0;
      if (s_axis_tvalid == 1'b1)
         if (channel_select == 1'b1) begin
            if(s_axis_tdata_CH2_i >= daq_threshold_reg || (force_trigger == 1))  
	        daq_triggered_reg  <= 1'b1;
            end else begin
            if(s_axis_tdata_CH1_i >= daq_threshold_reg || (force_trigger == 1))  
	        daq_triggered_reg  <= 1'b1;
	     end	    
  end
  always @(posedge aclk)
  begin
    if (~aresetn) begin                
      cnt_samples        <= 1'b0;
      pretriger_done_reg <= 1'b0;
      daq_full_reg       <= 1'b0;
    end
    else begin
      pretriger_done_reg <= 1'b0;
      daq_full_reg       <= 1'b0;
      if (cnt_samples == daq_pretrigger_reg)
        pretriger_done_reg <= 1'b1;
      if (rst_cnt_samples == 1'b1)
        cnt_samples <= 0;
      else
        if (en_cnt_samples == 1'b1)
          cnt_samples <= cnt_samples + 1;
      if (cnt_samples == C_CNT_SAMPLES_FULL)
        daq_full_reg <= 1'b1;
    end
  end
endmodule
==> flow/run.sh <==
#!/bin/bash
# OpenROAD 26Q1-2900-gdf79404cd8, Yosys 0.63+post, stock flow scripts
make -C /OpenROAD-flow-scripts/flow DESIGN_CONFIG=/design/flow/config.mk WORK_HOME=/design/flow/orfs finish
==> flow/config.mk <==
export PLATFORM = sky130hd
export DESIGN_NAME = axis_daq
export DESIGN_NICKNAME = axis_daq
export VERILOG_FILES = /design/flow/design.v
export SDC_FILE = /design/flow/constraint.sdc
export NUM_CORES = 4
export LEC_CHECK = 1
export CORE_UTILIZATION = 40
==> flow/constraint.sdc <==
current_design axis_daq

set clk_period 2.7
set clk_io_pct 0.2

create_clock -name clk0 -period $clk_period [get_ports {aclk}]

set non_clock_inputs [all_inputs -no_clocks]
set_input_delay [expr $clk_period * $clk_io_pct] -clock clk0 $non_clock_inputs
set_output_delay [expr $clk_period * $clk_io_pct] -clock clk0 [all_outputs]
==> out/summary.log <==
qor: synthesis.synth_area 4641 um2
qor: die.die-width 109.7 um
qor: global_routing.grt_ovf 0
qor: drt.detailedRoute.firstPassIterationCount 4
qor: power_and_ir_drop.pwr_density_cell 540.7 nW/um2
qor: final_timing.worst_clock_skew 0.007137 ns
qor: drt.finalWirelength 9977 um
qor: final_timing.unrepaired_setup_endpoints_after_global_routing no
qor: critical_path.rrSetupSlack 0.70 ns
qor: drt.antenna_cells_inserted 0
qor: synthesis.post_synth_ao_oa_area_fraction 10.16%
qor: critical_path.required 2.16 ns
qor: synthesis.synth-area-yosys 4641 um2
qor: synthesis.synth_area_per_cell 8.890 um2
qor: power_and_ir_drop.internal_power 2.476 mW
qor: synthesis.synth.mux.area_fraction 3.451%
qor: finish.syn2layout_area_growth 29.58%
qor: final_timing.setup_violations 0
qor: drt.drt_first_iter_violations 125
qor: final_timing.hold_viol 0
qor: power_and_ir_drop.power.share.sequential 42.9%
qor: die.initCoreUtil 41.89%
qor: final_timing.slew_headroom 52.03%
qor: global_routing.grt_pass1_vias 3261
qor: clock_network.cts_hold_buf 0
qor: synthesis.ys_cells 522
qor: job.max_cap_viol_count 0
qor: drt.detail_route.drc_violations 0
qor: clock_network.cts_tree yes
qor: critical_path.setup.worst_path.class clk -> out
qor: critical_path.worst_setup_path_startpoint aclk
qor: synthesis.numSynthFlops 89
qor: status.run_status finished, final reports clean
qor: synthesis.synthAdderAreaFrac 9.167%
qor: drt.final_antenna_net_count 0
qor: min_path.min_path_cells 2
qor: synthesis.synth.yosys.warnings 1
qor: placement.placedCellCount 745
qor: clock_network.worst_setup_hold_path_clk_slew 0.06 ns
qor: placement.numPortBuffers 101
qor: min_path.worstHoldPathType reg -> reg
qor: final_timing.slew_violations 0
qor: critical_path.path_max_fanout 2
qor: drt.avgRoutedWirePerCell 13.06 um
qor: die.std_cell_rows 38
qor: global_routing.grt_start_max_net_pins 56
qor: finish.final_layout_size_suffix_gt1_share 5.128%
qor: die.floorplan.die_area 12040 um2
qor: job.log.warning_count 26
qor: synthesis.synthXorXnorAreaFrac 7.360%
qor: critical_path.reg2regPathDepth 8
qor: die.placeable_core_region 11080 um2
qor: synthesis.async_flop_share 0%
qor: clock_network.insertion_delay 0.45 ns
qor: final_timing.worstMarginPinSlew 0.7196 ns
qor: global_routing.antenna_violations_before_repair 0
qor: critical_path.timing.critical_path.to_type output port
qor: critical_path.crit_path_end bram_porta_clk
qor: placement.place_congestion 0.8895
qor: critical_path.rr_startpoint daq_threshold_reg[12]$_SDFFE_PN0P_
qor: synthesis.yosysUniqueCellTypes 42
qor: power_and_ir_drop.pwr-share-clk 44.2%
qor: die.die-height 109.7 um
qor: critical_path.critical_path_arrival 1.98 ns
qor: power_and_ir_drop.p_sw_share 23.83%
qor: critical_path.r2r_end daq_triggered_reg$_SDFF_PN0_
qor: placement.dpl_hpwl 7491 um
qor: global_routing.global_route.usage.total 17.77%
qor: power_and_ir_drop.leakage 2.386 nW
qor: global_routing.wire_length_of_the_first_global_routing_pass 16260 um
qor: synthesis.edf_count 0
qor: power_and_ir_drop.max-vdd-ir-drop 0.4054 mV
qor: synthesis.synth_seq_share 38.39%
qor: drt.dr_total_vias 3649
qor: power_and_ir_drop.total_switching_power 774.8 uW
qor: synthesis.simple_gate_share 22.51%
qor: clock_network.cts-resized-gates 0
qor: synthesis.netlist_instances 522
qor: drt.post_drt_via_cell_ratio 4.776
qor: clock_network.post-cts-setup-buffers 0
qor: synthesis.synth-main-ff-cell sky130_fd_sc_hd__dfxtp_1
qor: power_and_ir_drop.p_comb_share 13.0%
qor: finish.finish.cell_count_without_fillers 764
qor: die.io-pin-count 134
qor: critical_path.start_kind clock port
qor: final_timing.setup_tns 0 ns
qor: synthesis.ys_top_logic_family simple AND/OR/NAND/NOR gates
area by class of cell:
cell class,count,area (um2)
timing repair buffer,106,1046
tap,140,175.2
inverter,18,67.56
fill,985,5065
clock buffer,14,324.1
sequential,89,1782
clock inverter,6,50.05
multi-input combinational,391,2569
metrics by stage:
stage | cell area (um2) | worst slack (ns) | total power [mW] | hold WS, ns | util (%)
floorplan | 4753 | 0.7122 | 1.687 | 0.4435 | -
global placement | 5649 | 0.2242 | 1.869 | 0.4541 | 50.99
detailed placement | 5649 | 0.1784 | 1.872 | 0.4588 | 50.99
CTS | 6013 | 0.1654 | 3.303 | 0.4677 | 54.28
global route | 6013 | 0.1636 | 3.426 | 0.4862 | 54.28
finish | 6013 | 0.1768 | 3.251 | 0.4639 | 54.28
worst max-delay path, stage by stage:
cell,delay [ns]
sky130_fd_sc_hd__clkbuf_16,0.12
sky130_fd_sc_hd__clkbuf_16,0.13
sky130_fd_sc_hd__clkdlybuf4s50_1,0.39
placed cells by master (no fill, tap or decap), drive strengths merged, types with 16 or more instances in the layout:
| cell | count |
|---|---|
| ha | 34 |
| xnor2 | 22 |
| a21boi | 20 |
| nor2b | 37 |
| xor2 | 17 |
| inv | 21 |
| dfxtp | 89 |
| clkdlybuf4s50 | 101 |
| mux2i | 16 |
| conb | 32 |
| nor2 | 36 |
| a21oi | 30 |
| nand2 | 54 |
layer usage:
| layer | global-route usage, % | vias to the layer above | wire length (um) |
|---|---|---|---|
| met5 | 0 | - | 0 |
| met1 | 26.53 | 1659 | 4789 |
| li1 | - | 1898 | - |
| met2 | 28.12 | 85 | 4586 |
| met4 | 2.000 | 0 | 114 |
| met3 | 3.384 | 7 | 486 |
power by group through the flow:
stage / registers (mW) / logic (mW) / clock network [mW]
4_1_cts: 1.39 / 0.428 / 1.48
5_1_grt: 1.40 / 0.479 / 1.55
6_report: 1.39 / 0.422 / 1.44
Yosys cell counts, drive strengths merged (3+ instances only):
cell	n	area [um2]
a21o	4	30.03
nor4	5	37.53
nor2	36	142.6
inv	18	67.56
dfxtp	89	1782
nor3	3	15.01
nand2b	6	37.54
nand3	7	60.05
nor2b	37	231.5
xnor2	22	192.7
nand4	15	93.84
mux2i	16	160.2
and2	15	93.84
and3	6	42.54
or3	4	25.02
and4	5	43.79
o21ai	9	45.04
a211oi	3	22.52
a21boi	20	150.1
ha	34	425.4
buf	39	282.8
xor2	17	148.9
clkbuf	15	57.55
a21oi	30	150.1
nand2	54	202.7
worst min path at each step:
stage                                       end                              start  slack, ns
CTS           daq_threshold_reg[9]$_SDFFE_PN0P_  daq_threshold_reg[9]$_SDFFE_PN0P_       0.47
global route  daq_threshold_reg[7]$_SDFFE_PN0P_  daq_threshold_reg[7]$_SDFFE_PN0P_       0.49
finish        daq_threshold_reg[7]$_SDFFE_PN0P_  daq_threshold_reg[7]$_SDFFE_PN0P_       0.46
cell families after synthesis:
group,Yosys count
DFF,89
AOI/OAI and AO/OA,75
muxes,16
adders and majority gates,34
other,2
and+or+nand+nor,195
xor gates and xnor gates,39
buffers and inverters,72
Power and IR drop assume default switching activity.
